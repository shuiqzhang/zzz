## flow/config.mk

```make
export PLATFORM = sky130hd
export DESIGN_NAME = ahb2wb
export DESIGN_NICKNAME = ahb2wb
export VERILOG_FILES = /design/flow/design.v
export SDC_FILE = /design/flow/constraint.sdc
export NUM_CORES = 4
export LEC_CHECK = 1
export CORE_AREA = 10 10 109 109
export DIE_AREA = 0 0 119 119
```

## flow/run.sh

```bash
#!/bin/bash
# OpenROAD 26Q1-2900-gdf79404cd8, Yosys 0.63+post, stock flow scripts
make -C /OpenROAD-flow-scripts/flow DESIGN_CONFIG=/design/flow/config.mk WORK_HOME=/design/flow/orfs finish
```

## flow/constraint.sdc

```tcl
current_design ahb2wb

set clk_period 2.2
set clk_io_pct 0.2

create_clock -name clk0 -period $clk_period [get_ports {hclk}]

set non_clock_inputs [all_inputs -no_clocks]
set_input_delay [expr $clk_period * $clk_io_pct] -clock clk0 $non_clock_inputs
set_output_delay [expr $clk_period * $clk_io_pct] -clock clk0 [all_outputs]
```

## flow/design.v

```verilog
`timescale 1 ns/1 ns
module ahb2wb(
	adr_o, dat_o, dat_i, ack_i, cyc_o,
	we_o, stb_o, hclk, hresetn, haddr, htrans, hwrite, hsize, hburst,
	hsel, hwdata, hrdata, hresp, hready, clk_i, rst_i
	);
	parameter AWIDTH = 16;
	parameter DWIDTH = 32;
	input [DWIDTH-1:0]dat_i;						 
	input ack_i;									 
	input clk_i;
	input rst_i;
	input hclk; 									 
	input hresetn;									 
	input [DWIDTH-1:0]hwdata;						 
	input hwrite;									 
	input [2:0]hburst;								 
	input [2:0]hsize;								 
	input [1:0]htrans;								 
	input hsel;										 
	input [AWIDTH-1:0]haddr;						 
	output [AWIDTH-1:0]adr_o;						 
	output [DWIDTH-1:0]dat_o;						 
	output cyc_o;									 
	output we_o;									 
	output stb_o;									 
	output [DWIDTH-1:0]hrdata;						 
	output [1:0]hresp;								 
	output hready;									 
	reg [DWIDTH-1:0]hrdata;
	reg hready;
	reg [1:0]hresp;
	reg stb_o;
	wire we_o;
	reg cyc_o;
	wire [AWIDTH-1:0]adr_o;
	reg [DWIDTH-1:0]dat_o;
	reg [AWIDTH-1 : 0]addr_temp;
	reg hwrite_temp;								 
	assign #2 we_o = hwrite_temp;
	assign #2 adr_o = addr_temp;
	always @ (posedge hclk ) begin
		if (!hresetn) begin
			hresp  <= 2'b00;
			cyc_o <= 'b0;
			stb_o <= 'b0;
			addr_temp <= 'bx;
			hwrite_temp <= 'bx;
		end
		else if(hready & hsel) begin
			case (hburst)
				3'b000 	:	begin										
								case (htrans)
									2'b00 :	begin
												cyc_o <= 'b0;
												hresp <= 2'b00;			 
												stb_o <= 'b0;
											end
									2'b01 :	begin						
												hresp <= 2'b00; 		 
												stb_o <= 'b0;
												cyc_o <= 'b1;
											end
									2'b10 : begin
												cyc_o <= 'b1;
												stb_o <= 'b1;
												addr_temp <= haddr;
												hwrite_temp <= hwrite;			 
											end
								endcase
							end
				default	:	cyc_o <= 'b0;
			endcase
		end
		else if (!hsel & hready) begin
			cyc_o <= 'b0;					 
		end
	end
always@(hwrite_temp or hwdata or dat_i or ack_i or hresetn or stb_o ) begin
		if (!hresetn) begin
			hready = 'b1;  
		end
		else begin		
			if (stb_o) 
				hready = ack_i;
                   end
end
always@(hwrite_temp or hwdata or dat_i or ack_i or hresetn or stb_o ) 
begin
    if (!hresetn) 
      begin
        dat_o = 'bx;
        hrdata = 'bx;
      end
    else 
      begin
        if (hwrite_temp)
          dat_o = hwdata;
        else 
          hrdata = dat_i;
     end
end
endmodule
```

==> results.txt <==
The layout was made with Yosys and OpenROAD.

The buffers inserted during post-CTS setup optimization is 0. The clock latency on the worst-skew pair is 250 ps. Nets still carrying antenna violations after routing amount to 0. The most critical min-delay path falls under flop to flop. TritonCTS built the clock tree. The post-synthesis area per instance is between 15 and 20 um^2. Counting pins that exceed their max-slew limit in the final report gives 0.

The worst reg-to-reg setup slack is between 1000 and 1500 ps. The share of synthesized area in the top cell type comes to 0.575. The maximum number of buffers from clock root to sink is 2. Entering global routing, the biggest net connects 33 pins. The count of mapped cells out of synthesis is 108. STA classifies the critical path startpoint as a primary input. The filler cell count in the final layout is between 900 and 1000. At the end of routability-driven placement, the weighted congestion stood at around 0.75. The number of register pins that no clock reaches is roughly 65. The timing report gives the biggest stage delay along the critical path as 560 ps. Setup repair after global routing left no endpoint under its margin. The detailed router placed between 1000 and 1500 vias in this run. The detailed router reported a total wirelength of 5840 um. The cell area that synthesis handed to floorplanning was ~0.0017 mm^2. The cell taking the most area after synthesis is sky130_fd_sc_hd__dlxtn_1. Looking at the critical path, the highest net fanout was 17. The quantity of hold-fixing buffers added after cts is 0. The fraction of registers with async set/reset is 0. The total CTS buffers is 3. The total grt overflow is 0. After layout, the minimum clock period comes to 1810 ps.

The horizontal die dimension is approximately 120 um. The count of non-filler cells in the finished layout is approximately 420. For this run, the final setup violation count is recorded as 0. Leaving out fill and tap cells, the most frequent cells in the layout are sky130_fd_sc_hd__clkdlybuf4s50_1 (173), sky130_fd_sc_hd__dlxtn_1 (65), sky130_fd_sc_hd__edfxtp_1 (17), sky130_fd_sc_hd__nand2_1 (4). The floorplan step set the die height to 119 um. In this run the layout overhead on the synthesized area is reported as 116%. For this design the top-level I/O count stands at about 180.

Clock skew on the completed layout was measured at 0 ps. The type of the setup path with the least slack is primary input to flop. The first global-routing pass estimated roughly 9000 um of wire. The half-perimeter wire length after placement is about 5200 um. The maximum level of the CTS H-tree is 1. Counting only logic cells after layout, the most numerous master is sky130_fd_sc_hd__clkdlybuf4s50_1. The fraction of final layout cells with drive strength greater than 1 is 0.0383.

The peak supply drop is 397 uV. For reference, the placement row count at floorplan is 36. The most used flip-flop cell after synthesis is sky130_fd_sc_hd__dlxtn_1. The area enclosed by the die boundary is between 0.01 and 0.015 mm^2. The number of antenna violations at the first check in global routing is 0.

The script logs the ratio of routed vias to standard cells as between 3 and 4. The script extracted a total leakage power of between 1.5 and 2 nW. In the log, the iteration count for the first detailed-route pass is 2. The worst endpoint required time is about 2200 ps. The number of unconstrained endpoints is approximately 130.

Power comes to 0.000984 W. The number of instances in the placed design is 416. Post-route period utilization is reported as 0.825. The count of distinct cell types in the synthesized netlist is 17. Sorting the synthesized cells by area gives the leading types as sky130_fd_sc_hd__dlxtn_1 (58%), sky130_fd_sc_hd__edfxtp_1 (30%), sky130_fd_sc_hd__dfxtp_1 (2.4%). The root cell of the clock tree is sky130_fd_sc_hd__clkbuf_8. The slowest stage of the critical path is the sky130_fd_sc_hd__or4b_4 cell. The area inside the core boundary is slightly below 0.01 mm^2.

Summed over all failing endpoints, the final setup total negative slack is 0 ps. The max-capacitance violation count is 0. The total of cells resized after clock tree synthesis is 0. The number of antenna diodes in the final layout is 0. Per the timing report, the achievable frequency comes out to approximately 0.55 GHz.

The total routing resource utilization after global routing is 0.0785. Per the summary, power density relative to cell area is ~270 mW/mm^2. The flow ran to the end, and the final reports show no timing, DRC or antenna violations. For reference, the clock transition at the flip-flops on the worst setup and hold paths is 70 ps.

The number of hold-slack violations in the final timing report is 0. After routing the design area is about 0.0037 mm^2. The post-placement cell area is between 0.003 and 0.004 mm^2. The synthesized netlist has a Yosys-reported chip area of about 0.0017 mm^2. The yosys warning tally is 1. The number of global-route vias before repair is between 1500 and 2000. The number of synthesized register bits is ~84. The critical path endpoint category is a flop. At the worst endpoint, the arrival time is ~1800 ps. Walking the worst path, the cells encountered are clkdlybuf4s50_1, or4b_4, o21ai_2, buf_12.

The core utilization before placement is 0.176. TritonRoute reported its final design rule violation total as 0. As logged by OpenROAD, the buffers inserted on ports number roughly 170. The logs give a warning total of 32. The initial DRC count is 33. The synth_stat.txt file lists the number of cells as 108. The synthesized design contains 17 enable-type register cells. The average detailed-routed wire length per instance is around 14 um.
==> final cells by class <==
class | instances | area [um^2] | share of cell area
clock inverters | 1 | 5.00 | 0.00136
inverters | 2 | 7.51 | 0.00204
well taps | 133 | 166 | 0.0453
flip-flops and latches | 84 | 1530 | 0.416
clock buffers | 3 | 41.3 | 0.0112
repair buffers | 176 | 1770 | 0.481
multi-input cells | 21 | 158 | 0.0429
==> cells in the mapped netlist, types with 2 or more instances <==
cell                       instances
sky130_fd_sc_hd__nor2b_1           3
sky130_fd_sc_hd__inv_1             2
sky130_fd_sc_hd__nand2b_1          2
sky130_fd_sc_hd__edfxtp_1         17
sky130_fd_sc_hd__dlxtn_1          65
sky130_fd_sc_hd__nand2_1           4
sky130_fd_sc_hd__buf_4             2
sky130_fd_sc_hd__ha_1              3
sky130_fd_sc_hd__dfxtp_1           2
==> metal layers <==
metal | track usage | share of wire
met1 | 0.0942 | 0.41
met3 | 0.0436 | 0.14
met5 | 0 | 0
met4 | 0.00534 | 0.0029
met2 | 0.127 | 0.45
==> path summary, 6_finish.rpt <==
kind,startpoint,to,cells after the start
max,hburst[1],addr_temp[0],4
min,stb_o,stb_o,2
max reg2reg,cyc_o,cyc_o,3
min reg2reg,stb_o,stb_o,2
==> flip-flops by register name, summed over array words and instances (netlist names) <==
signal / flops
hrdata: 32
hready: 1
addr_temp: 16
dat_o: 32
cyc_o: 1
stb_o: 1
hwrite_temp: 1
==> power by group <==
part           internal [W]  switching (W)  total, W
registers          0.000484     0.00000884  0.000493
logic              0.000201      0.0000553  0.000256
clock network      0.000126       0.000109  0.000235
==> cells by family (layout without fill, tap and decap cells) <==
kind of cell               count (synthesis)  after routing  share of synthesized area
and+or+nand+nor                           12             12                     0.0465
AOI/OAI and AO/OA                          3              3                     0.0103
DFF                                       19             19                      0.324
adders and majority gates                  3              3                     0.0221
buffers and inverters                      4            182                     0.0133
latches                                   65             65                      0.575
muxes                                      1              1                    0.00590
other                                      1              2                    0.00221
==> worst max-delay path, delay by kind of cell <==
| kind | cells | cell delay, ps |
|---|---|---|
| AND/OR/NAND/NOR | 1 | 560 |
| buffers and inverters | 2 | 570 |
| AND-OR/OR-AND | 1 | 200 |
==> per-stage QoR <==
stage          setup WS [ps]   util  hold slack, ps
6_report                 385  0.381             486
5_1_grt                  348  0.381             508
4_1_cts                  382  0.381             496
3_5_place_dp             108  0.376             475
3_3_place_gp             125  0.376             469
2_1_floorplan            294      -             435
No activity file was given, so power comes from the tool's default toggle rates.
